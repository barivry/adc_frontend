[config.mk]
export PLATFORM = sky130hd
export DESIGN_NAME = csr_regs
export DESIGN_NICKNAME = csr_regs
export VERILOG_FILES = /design/flow/design.v
export SDC_FILE = /design/flow/constraint.sdc
export NUM_CORES = 4
export LEC_CHECK = 1
export CORE_UTILIZATION = 30
[constraint.sdc]
current_design csr_regs

set clk_period 2.2
set clk_io_pct 0.2

create_clock -name clk0 -period $clk_period [get_ports {clk}]

set non_clock_inputs [all_inputs -no_clocks]
set_input_delay [expr $clk_period * $clk_io_pct] -clock clk0 $non_clock_inputs
set_output_delay [expr $clk_period * $clk_io_pct] -clock clk0 [all_outputs]
[design.v]
`timescale 1ns/1ps
module csr_regs #(
  parameter int ADDR_W = 4,    
  parameter int DATA_W = 32
)(
  input  logic              clk,
  input  logic              rst_n,
  input  logic              csr_wr_en,
  input  logic              csr_rd_en,
  input  logic [ADDR_W-1:0] csr_addr,
  input  logic [DATA_W-1:0] csr_wdata,
  output logic [DATA_W-1:0] csr_rdata,
  output logic              stream_enable,
  output logic [DATA_W-1:0] snap_len,
  output logic [7:0]        align_lock_n,
  output logic              align_deassert_on_err,
  input  logic              snapshot_done
);
  logic ctrl_reg;
  logic [DATA_W-1:0] snap_len_reg;
  logic [7:0] align_lock_n_reg;
  logic       align_deassert_on_err_reg;
  always_ff @(posedge clk or negedge rst_n) begin
    if (!rst_n) begin
      ctrl_reg     <= 1'b0;
      snap_len_reg <= '0;
      align_lock_n_reg <= 8'd16;
      align_deassert_on_err_reg <= 1'b1;
    end else if (csr_wr_en) begin
      case (csr_addr)
        4'h0: ctrl_reg     <= csr_wdata[0];       
        4'h4: snap_len_reg <= csr_wdata;           
        4'hC: begin
          align_lock_n_reg <= csr_wdata[7:0];
          align_deassert_on_err_reg <= csr_wdata[8];
        end
        default: ;
      endcase
    end
  end
  always_comb begin
    csr_rdata = '0;
    if (csr_rd_en) begin
      case (csr_addr)
        4'h0: csr_rdata = {{31{1'b0}}, ctrl_reg};
        4'h4: csr_rdata = snap_len_reg;
        4'h8: csr_rdata = {{31{1'b0}}, snapshot_done};
        4'hC: csr_rdata = {23'b0, align_deassert_on_err_reg, align_lock_n_reg};
        default: csr_rdata = '0;
      endcase
    end
  end
  assign stream_enable = ctrl_reg;
  assign snap_len      = snap_len_reg;
  assign align_lock_n          = align_lock_n_reg;
  assign align_deassert_on_err = align_deassert_on_err_reg;
endmodule
[run.sh]
#!/bin/bash
# OpenROAD 26Q1-2900-gdf79404cd8, Yosys 0.63+post, stock flow scripts
make -C /OpenROAD-flow-scripts/flow DESIGN_CONFIG=/design/flow/config.mk WORK_HOME=/design/flow/orfs finish
==> results.py <==
# Auto-generated metrics
metrics = {
    "routing": {
        "avgRoutedWirePerCell_um": 13.7,
        "antenna_left": 0,
        "routed_wl_mm": 5.00,
        "num_vias": 1528,
        "dr.pass1.iters": 4,
        "antenna_cells": 0,
        "drc": 0,
        "drt_iter0_markers": 32,
        "viasPerCell": 4.17,
    },
    "yosys": {
        "top_area_cell": "dfrtp_1",
        "postSynthAreaPerCell_um2": 15.3,
        "yosysTopAreaCellShare_pct": 47.1,
        "synthCells": 139,
        "yosysWarnings": 1,
        "netlist_area_um2": 2120,
        "synthTopCellsByArea": "dfrtp_1 (47%), mux2_4 (21%), and2_2 (7.8%)",
        "synth_cell_types": 19,
        "synth_flops": 42,
        "yosysSeqAreaShare_pct": 49.6,
        "yosysCellCount": 139,
        "ys_area_um2": 2120,
    },
    "power": {
        "p_seq_share_pct": 46.5,
        "ir_drop_mv": 0.295,
        "pwr-share-comb_pct": 31.4,
        "power_frac_clock_pct": 22.0,
        "finalPower_uw": 2370,
        "power_density_nw_per_um2": 660,
        "p_int_uw": 1830,
        "p_leak_uw": 0.00176,
        "switchingPower_uw": 541,
        "power_switching_share_pct": 22.8,
    },
    "outcome": {
        "status": "finished, final reports clean",
    },
    "final_timing": {
        "tightest_slew_ns": 0.540,
        "finalSetupViolCount": 0,
        "relSlewSlack_pct": 64.0,
        "fin_skew_ns": 0,
        "drv_slew": 0,
        "setup_ws_ns": 0.0352,
        "final.min_clock_period_ns": 2.16,
        "tns_ns": 0,
        "fmax_ghz": 0.462,
        "hold_viol_final": 0,
        "fin_crit_sh_pct": 98.4,
        "rsz0062_at_grt": "true",
    },
    "job": {
        "warnings": 27,
        "max-cap-violations": 0,
    },
    "grt": {
        "antenna_found_initial": 0,
        "grt_max_degree": 43,
        "grt_pass1_vias": 1481,
        "grtUsageTotal_pct": 14.0,
        "grt_pass1_wl_mm": 7.80,
        "gr-total-overflow": 0,
    },
    "cts": {
        "tritoncts": "done",
        "clock-root-buffer": "clkbuf_8",
        "cts_buffer_depth": 2,
        "path_clk_slew_ns": 0.08,
        "clock_sinks": 42,
        "cts_buffers": 5,
        "clock_latency_ns": 0.29,
        "htreeDepth": 2,
    },
    "floorplan": {
        "die_w_um": 86.1,
        "ios": 115,
        "num_rows": 30,
        "floorplan.core_util_pct": 31.1,
        "die_y_um": 86.1,
        "coreArea_um2": 6830,
        "dieArea_um2": 7420,
    },
    "worst_hold_path": {
        "worstHoldPathType": "input pin to asynchronous set/reset pin",
    },
    "critical_path": {
        "path_cells": "buf_6 -> nand4bb_4 -> buf_6 -> nor2_8 -> buf_6 -> and2_2 -> clkdlybuf4s50_1",
        "crit_path_frequent_cell": "buf_6",
        "worstSetupEndpointType": "primary output",
        "cp_data_arrival_time_ns": 1.72,
        "worstSetupPathType": "input pin to primary output",
        "critPathMaxStageDelay_ns": 0.45,
        "cp-start-kind": "input pin",
        "slowest_stage": "clkdlybuf4s50_1",
        "crit_required_ns": 1.76,
        "path_max_fanout": 7,
    },
    "placement": {
        "routabilityCongestion": 0.734,
        "dpl.hpwl_mm": 3.65,
        "place_ws_ns": -0.394,
        "portBuffers": 114,
    },
    "layout": {
        "drive_above_1_share_pct": 38.9,
        "area_delta_synth_final_pct": 69.0,
        "fill_cells": 596,
        "largest_reg_flops": 32,
    },
}
-- worst max-delay path: cells and delay by family --
family,cells,cell delay [ns]
buffers and inverters,4,0.81
and+or+nand+nor,3,0.46
-- power by group through the flow --
stage / sequential, uW / clock [uW] / combinational, uW
4_1_cts: 1100 / 548 / 734
6_report: 1100 / 522 / 744
5_1_grt: 1130 / 589 / 806
-- area by class of cell --
class | instances | area, um^2 | area share (%)
Sequential cell | 42 | 1050 | 29.4
Clock inverter | 2 | 12.5 | 0.349
Timing Repair Buffer | 131 | 1310 | 36.4
Tap cell | 96 | 120 | 3.35
Clock buffer | 6 | 82.6 | 2.30
Multi-Input combinational cell | 89 | 1010 | 28.2
-- per-stage QoR --
stage	utilization, %	cell area, um^2	std cells	hold WS (ns)
after floorplan	-	2120	139	0.144
after global placement	50.2	3430	355	0.510
after detailed placement	50.2	3430	355	0.513
after CTS	51.6	3520	363	0.222
after global routing	52.5	3590	366	0.249
final	52.5	3590	366	0.206
-- placed cells by master, fill, tap and decap left out, drive strengths merged --
master	count
mux2i	8
clkinv	1
nor2	10
clkdlybuf4s50	100
clkinvlp	1
mux4	1
nand4bb	1
buf	20
dfstp	2
dfrtp	40
and4	1
mux2	42
and2	23
and3	1
clkbuf	9
and4bb	1
dlygate4sd2	1
nand4b	1
dlymetal6s2s	7
-- what timing repair did --
| action | CTS | global route |
|---|---|---|
| pin swaps | 4 | 2 |
| hold buffers | 0 | 0 |
| setup buffers | 0 | 3 |
| endpoints found under the setup margin | 32 | 31 |
| resized | 18 | 22 |
-- metal layers --
metal  share of wire (%)  global-route usage [%]
met5                   0                       0
met4                 1.2                    1.21
met3                 8.1                    4.00
met2                  44                    20.7
met1                  47                    21.9
-- kinds of logic (layout without fill, tap and decap cells) --
kind of cell,after synthesis,count (layout),synth area share [%]
AND/OR/NAND/NOR,38,38,14.0
multiplexers,51,51,32.6
buffers and inverters,8,139,3.83
flip-flops,42,42,49.6
-- final timing paths --
check                                       from                   to  slack [ns]  cells past startpoint
worst max-delay path                 csr_addr[1]        csr_rdata[22]        0.04                      7
worst min-delay path                       rst_n  align_lock_n_reg[7]        0.21                      2
worst max register to register   snap_len_reg[0]      snap_len_reg[0]        1.31                      2
worst min register to register  snap_len_reg[16]     snap_len_reg[16]        0.53                      1
max in group asynchronous                  rst_n     snap_len_reg[12]        1.62                      2
min in group clk0               snap_len_reg[16]     snap_len_reg[16]        0.53                      1
-- cell usage after synthesis, drive strengths merged --
master,count
mux2,42
dfstp,2
dfrtp,40
and4bb,1
nand4b,1
nand4bb,1
and4,1
mux4,1
mux2i,8
and2,23
clkbuf,2
and3,1
buf,6
nor2,10
No activity file was given, so power comes from the tool's default toggle rates.
