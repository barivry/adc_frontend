File: design/flow/config.mk
export PLATFORM = sky130hd
export DESIGN_NAME = snapshot_trigger
export DESIGN_NICKNAME = snapshot_trigger
export VERILOG_FILES = /design/flow/design.v
export SDC_FILE = /design/flow/constraint.sdc
export NUM_CORES = 4
export LEC_CHECK = 1
export CORE_UTILIZATION = 40
File: design/flow/constraint.sdc
current_design snapshot_trigger

set clk_period 4.8
set clk_io_pct 0.2

create_clock -name clk0 -period $clk_period [get_ports {sys_clk}]

set non_clock_inputs [all_inputs -no_clocks]
set_input_delay [expr $clk_period * $clk_io_pct] -clock clk0 $non_clock_inputs
set_output_delay [expr $clk_period * $clk_io_pct] -clock clk0 [all_outputs]
File: design/flow/design.v
`timescale 1ns/1ps
module snapshot_trigger #(
  parameter int CNT_W = 32
)(
  input  logic             sys_clk,
  input  logic             sys_rst_n,
  input  logic             trigger,      
  input  logic [CNT_W-1:0] snap_len,     
  input  logic             axis_valid,
  input  logic             axis_ready,
  output logic             snapshot_enable,
  output logic             snapshot_done,
  output logic [CNT_W-1:0] snap_count_dbg
);
  typedef enum logic [1:0] {
    IDLE,
    ACTIVE,
    DONE
  } state_t;
  state_t state;
  logic [CNT_W-1:0] count;
  wire beat = axis_valid && axis_ready;
  always_ff @(posedge sys_clk or negedge sys_rst_n) begin
    if (!sys_rst_n) begin
      state            <= IDLE;
      count            <= '0;
      snapshot_enable  <= 1'b0;
      snapshot_done    <= 1'b0;
    end else begin
      snapshot_done <= 1'b0;  
      case (state)
        IDLE: begin
          snapshot_enable <= 1'b0;
          count <= '0;
          if (trigger) begin
            snapshot_enable <= 1'b1;
            state <= ACTIVE;
          end
        end
        ACTIVE: begin
          snapshot_enable <= 1'b1;
          if (beat) begin
            count <= count + 1;
            if (count + 1 == snap_len) begin
              snapshot_enable <= 1'b0;
              snapshot_done   <= 1'b1;
              state <= DONE;
            end
          end
        end
        DONE: begin
          snapshot_enable <= 1'b0;
          if (!trigger) begin
            state <= IDLE;
          end
        end
      endcase
    end
  end
  assign snap_count_dbg = count;
endmodule
File: design/flow/run.sh
#!/bin/bash
# OpenROAD 26Q1-2900-gdf79404cd8, Yosys 0.63+post, stock flow scripts
make -C /OpenROAD-flow-scripts/flow DESIGN_CONFIG=/design/flow/config.mk WORK_HOME=/design/flow/orfs finish
==> changes_impl.md <==
## Flow update

* Num rows at 30
* Power per cell area at 193 nW/um^2
* Total GRT Usage at 24.4%
* Layout cells sized above 1 at 5.00%
* Cell area leaders: dfrtp_1 (31%), xnor2_1 (9.9%), o21ai_0 (6.8%)
* Iteration tally of the first detailed-router pass at 4
* Antenna diodes at 0
* Yosys warning count at 1
* Residual DRC at 0
* Max Cap Viol at 0
* Vias in the first global route at 2693
* Gr busiest metal: met1
* WP data arrival at 3670 ps
* Area of the mapped netlist at 2930 um^2
* Fin crit share at 72.7%
* Vias per cell at 5.54
* Filler Cell Count at 655
* GRT met2 Usage at 36.7%
* CTS tree: yes
* Synth Seq Share at 31.6%
* Met1 usage at 40.6%
* Distinct lib cells at 53
* Max Fanout on Critical Path at 12
* HP Class: flip-flop to flip-flop
* Most frequent cell after synthesis: nand2_1
* DRT iter0 DRCs at 174
* Post-CTS repair timing setup buffer count at 0
* Yosys stat area at 2930 um^2
* Logic cell area at 1890 um^2
* Die x size at 87.6 um
* Clock Skew at 6.44 ps
* Post-synth top area cell: dfrtp_1
* Final Max Slew Viols at 0
* Relative slew slack at 37.5%
* Yosys Instances at 358
* Cell count after synthesis at 358
* Post-route minimum period at 3490 ps
* Slew @ Worst Pin at 937 ps
* Finished Cell Area at 3750 um^2
* Fin. Hold Viols at 0
* CP startpoint kind: flip-flop
* GP Congestion at 0.889
* Setup CP Type: flip-flop to flip-flop
* R2r setup slk at 1310 ps
* Hold Slack at 507 ps
* Critical Path RT at 4980 ps
* Area grow syn2layout at 28.1%
* Top-area cell share at 30.7%
* Root Buffer: clkbuf_8
* Post-DP HPWL at 6200 um
* Cts bufs inserted at 5
* First-pass GRT wire length at 14000 um
* Die Size at 7670 um^2
* Post-DP Area at 3670 um^2
* Lkg Pwr at 1.36 nW
* Finished Layout Cells at 516
* Flip-flops with a built-in enable at 0
* Remaining antenna violation count after routing at 0
* Wire per inst at 16.5 um
* Storage element area at 927 um^2
* Post-cts gate resize count at 0
* Port-buffer cells at 70
* Crit end category: flip-flop
* Total number of H-tree levels at 2
* Avg Inst Size Synth at 8.19 um^2
* Core area at 6940 um^2
* Peak Freq at 287 MHz
* Largest net degree at the start of global routing at 38
* CTS Hold Bufs at 0
* Setup_tns at 0 ps
* Grt total ovfl at 0
* Clock Path Buffers at 2
* Final wirelength at 8510 um
* FP Core Util at 42.2%
* Initial antenna violation count at 0
* RSZ-0062 raised after global routing: false
* Total number of vias at 2860
* VDD IR max at 0.216 mV
* Total design power at 0.724 mW
* Placed Cells incl. Taps at 508
* Most instantiated cells after synthesis: nand2_1 (51), o21ai_0 (40), dfrtp_1 (36), xnor2_1 (33), nor2_1 (27)
* Met3 Usage GRT at 2.39%
* #FFs+latches synth at 37
* Status: finished, final reports clean
* Late-Pin Clk Latency at 290 ps
* Clock transition at the registers of the reported paths at 70 ps
* Tool Warnings at 25
* Post-synth ARST share at 100%
* Main flop type: dfrtp_1
* Die Height at 87.6 um
* Clock Sinks at 37
* Final setup fails at 0
* Ports at 71
-- cells in the final DEF, fill, tap and decap left out, types with 2 or more instances in the layout --
master | netlist | layout
or4_1 | 3 | 3
or3_1 | 3 | 3
nor3_1 | 15 | 15
a21boi_0 | 2 | 2
mux2i_1 | 2 | 2
clkbuf_8 | 0 | 5
a21oi_1 | 8 | 8
nor4_1 | 6 | 6
o21ai_0 | 40 | 40
o2111ai_1 | 3 | 3
a21o_1 | 3 | 3
and4_1 | 6 | 6
a311oi_1 | 3 | 3
buf_4 | 5 | 4
a22o_1 | 3 | 3
o31ai_1 | 7 | 7
xor3_1 | 2 | 2
clkbuf_1 | 9 | 3
o211ai_1 | 4 | 4
a31oi_1 | 4 | 4
nand2_1 | 51 | 51
nand4_1 | 12 | 12
a211oi_1 | 2 | 2
nand4_2 | 2 | 2
nor2_1 | 27 | 27
nand3_1 | 9 | 9
and3_1 | 4 | 4
o22ai_1 | 3 | 3
dfrtp_1 | 36 | 36
inv_1 | 4 | 4
clkdlybuf4s50_1 | 0 | 69
xor2_1 | 14 | 14
a2111oi_0 | 2 | 2
and2_1 | 3 | 3
o41ai_1 | 2 | 2
nand2b_1 | 3 | 3
nor2b_1 | 2 | 2
xnor2_1 | 33 | 33
-- critical path, stage by stage, from the launching register on --
cell,delay [ps]
dfrtp_1,490
nand4_1,500
or4_1,870
or3_4,470
o21ai_1,260
o2111ai_1,140
or4_1,500
and2_1,150
-- cells by family after synthesis --
group / Yosys count / synth area share, %
simple gates: 153 / 27.7
compound gates: 92 / 19.9
xor+xnor: 49 / 15.7
flops: 37 / 31.6
buf+inv: 24 / 3.97
mux: 2 / 0.683
fa+ha+maj: 1 / 0.427
-- registers in the layout, indices dropped and copies added, names as in the netlist --
name and count:
count 32, snapshot_done 1, snapshot_enable 1, state 3
-- layer usage --
| metal | wire, um | vias to the layer above |
|---|---|---|
| met3 | 503 | 4 |
| li1 | - | 1441 |
| met1 | 4260 | 1321 |
| met4 | 46 | 0 |
| met5 | 0 | - |
| met2 | 3700 | 94 |
-- power by group --
part,internal [mW],switching (mW)
logic,0.0897,0.0777
clock network,0.103,0.111
registers,0.323,0.0193
total,0.516,0.208
-- worst paths after layout --
kind                                start              end  cells past startpoint
worst min-delay path             state[1]         state[1]                      2
worst max register to register   count[0]  snapshot_enable                      7
worst min register to register   state[1]         state[1]                      2
min in group asynchronous       sys_rst_n         count[5]                      2
max in group asynchronous       sys_rst_n         state[0]                      2
worst max-delay path             count[0]  snapshot_enable                      7
-- final cells by class --
class	count	area share [%]
multi-input combinational	297	50.2
timing repair buffer	74	19.3
tap	96	3.20
sequential	37	24.7
clock buffer	8	2.13
inverter	4	0.400
-- metrics by stage --
stage	worst slack (ps)	util, %
after detailed placement	1240	52.9
final	1310	54.1
after global placement	1340	52.9
after global routing	1100	54.1
after floorplan	1930	-
after CTS	1370	54.1
Power figures rest on the tool's default switching activity, not on a simulated workload.
